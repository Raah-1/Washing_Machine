$ cat flow/run.sh
#!/bin/bash
# OpenROAD 26Q1-2900-gdf79404cd8, Yosys 0.63+post, stock flow scripts
make -C /OpenROAD-flow-scripts/flow DESIGN_CONFIG=/design/flow/config.mk WORK_HOME=/design/flow/orfs finish
$ cat flow/config.mk
export PLATFORM = sky130hd
export DESIGN_NAME = Washing_Machine
export DESIGN_NICKNAME = Washing_Machine
export VERILOG_FILES = /design/flow/design.v
export SDC_FILE = /design/flow/constraint.sdc
export NUM_CORES = 4
export LEC_CHECK = 1
export CORE_AREA = 10 10 77 77
export DIE_AREA = 0 0 87 87
$ cat flow/constraint.sdc
current_design Washing_Machine

set clk_period 1.0
set clk_io_pct 0.2

create_clock -name clk0 -period $clk_period [get_ports {clk}]

set non_clock_inputs [all_inputs -no_clocks]
set_input_delay [expr $clk_period * $clk_io_pct] -clock clk0 $non_clock_inputs
set_output_delay [expr $clk_period * $clk_io_pct] -clock clk0 [all_outputs]
$ cat flow/design.v
`timescale 10ns / 1ps
module Washing_Machine(
    input clk, reset, door_close, start, filled, detergent_added, cycle_timeout, drained, spin_timeout,
    output reg door_lock, motor_on, fill_valve_on, drain_valve_on, done, soap_wash, water_wash
);
    parameter CHECK_DOOR    = 3'b000;
    parameter FILL_WATER    = 3'b001;
    parameter ADD_DETERGENT = 3'b010;
    parameter CYCLE         = 3'b011;
    parameter DRAIN_WATER   = 3'b100;
    parameter SPIN          = 3'b101;
    reg [2:0] current_state, next_state;
    always @(*) begin
        case (current_state)
            CHECK_DOOR:
           begin
                if (start==1 && door_close==1) 
                begin
                    next_state = FILL_WATER;
                    door_lock = 1;
                    motor_on = 0;
				    fill_valve_on = 0;
				    drain_valve_on = 0;
				    soap_wash = 0;
			    	water_wash = 0;
			    	done = 0;
                end 
                else
                 begin
                    next_state = current_state;
                    door_lock = 0;
                    motor_on = 0;
				    fill_valve_on = 0;
				    drain_valve_on = 0;
			    	soap_wash = 0;
				    water_wash = 0;
				    done = 0;
                end
            end
            FILL_WATER: begin
                if (filled==1) 
                begin
                    if (soap_wash==0) 
                       begin
                        next_state = ADD_DETERGENT;
                        door_lock = 1;
                        motor_on = 0;
					    fill_valve_on = 0;
					    drain_valve_on = 0;
					    soap_wash = 1;
					    water_wash = 0;
					    done = 0;
                       end
                    else
                     begin
                        next_state = CYCLE;
                        door_lock = 1;
                        motor_on = 0;
                        fill_valve_on = 0;
                        drain_valve_on = 0;
                        soap_wash = 1;
                        water_wash = 1;
                        done = 0;
                    end
                end 
                else 
                  begin
                    next_state = current_state;
                    door_lock = 1;
                    motor_on = 0;
                    fill_valve_on = 1;
			    	drain_valve_on = 0;
			    	done=0;
                  end
               end
            ADD_DETERGENT: begin
                if (detergent_added==1) 
                begin
                    next_state = CYCLE;
                    door_lock = 1;
                   	motor_on = 0;
				   fill_valve_on = 0;
				   drain_valve_on = 0;
				   soap_wash = 1;
				   done = 0;
                end 
                else 
                 begin
                    next_state = current_state;
                    motor_on = 0;
			    	fill_valve_on = 0;
				   drain_valve_on = 0;
				   door_lock = 1;
				   soap_wash = 1;
				   water_wash = 0;
				   done = 0;
                 end
            end
            CYCLE: begin
                if (cycle_timeout==1) 
                begin
                    next_state = DRAIN_WATER;
                   motor_on = 0;
				   fill_valve_on = 0;
				   drain_valve_on = 0;
				   door_lock = 1;
				   done = 0;
               end 
                else
                 begin
                    next_state = current_state;
                   motor_on = 1;
				   fill_valve_on = 0;
				   drain_valve_on = 0;
				   door_lock = 1;
				   done = 0;
                end
            end
            DRAIN_WATER: begin
                if (drained==1) 
                begin
                    if (water_wash==0)
                     begin
                        next_state = FILL_WATER;
                        motor_on = 0;
					    fill_valve_on = 0;
					    drain_valve_on = 0;
					    door_lock = 1;
					    soap_wash = 1;
					    done = 0;
					 end
                    else
                     begin
                        next_state = SPIN;
                        motor_on = 0;
					   fill_valve_on = 0;
					   drain_valve_on = 0;
					   door_lock = 1;
					   soap_wash = 1;
					   water_wash = 1;
				       done = 0;
                    end
                end
                 else
                  begin
                    next_state = current_state;
                    motor_on = 0;
				    fill_valve_on = 0;
				    drain_valve_on = 1;
				    door_lock = 1;
				    soap_wash = 1;
				    done = 0;
                end
            end
            SPIN: begin
                if (spin_timeout==1)
                 begin
                    next_state = CHECK_DOOR;
                    motor_on = 0;
				    fill_valve_on = 0;
				    drain_valve_on = 0;
				    door_lock = 1;
				    soap_wash = 1;
				    water_wash = 1;
				    done = 1;
                    done = 1;
                end 
                else 
                 begin
                    next_state = current_state;
                   	motor_on = 0;
				    fill_valve_on = 0;
				    drain_valve_on = 1;
				    door_lock = 1;
				    soap_wash = 1;
				    water_wash = 1;
				    done = 0;
                 end
            end
            default: next_state = CHECK_DOOR;
        endcase
    end
    always @(posedge clk or posedge reset) begin
        if (reset) 
          begin
            current_state <= CHECK_DOOR;
        end 
        else
         begin
            current_state <= next_state;
        end
    end
endmodule
==> impl_metrics.csv <==
group,metric,value,unit
synthesis,mux_share,0,
run,cap_violations,0,
global_route,grt.total_usage,0.0299,
die,rows,24,
timing,holdWs,0.195,ns
setup_path,end_kind,"flip-flop",
clock_tree,cts_resized,2,
die,die_h,87,µm
worst_hold_path,hold_class,"in2async",
global_route,grt_pass1_wl,1.82,mm
power_and_ir_drop,power.share.clock,0.203,
synthesis,ys_top_logic_family,"simple AND/OR/NAND/NOR gates",
synthesis,flop_cell,"dlxtn_1",
drt,drt_wl_total,1.09,mm
finish,finish.utilization,0.165,
setup_path,crit_required,1.11,ns
power_and_ir_drop,power.total,1950,µW
timing,final_hold_viol_count,0,
setup_path,r2r-start,"current_state[3]",
place,gp_congestion,0.811,
die,core,4350,µm²
timing,period_used_share,0.864,
synthesis,async_reset_ff_frac,0.462,
setup_path,reg2reg_slack,0.14,ns
drt,viasPerCell,3.27,
power_and_ir_drop,pwr-share-seq,0.429,
drt,ant_nets,0,
timing,worst_slack,0.136,ns
global_route,grt_pass1_vias,404,
place,hpwl,914,µm
timing,untimed_endpoints,14,
die,die_width,87,µm
drt,vias,386,
drt,wl_per_cell,9.25,µm
drt,drt_iter0_markers,8,
setup_path,r2r.worst_path.cells,4,
clock_tree,htree_levels,1,
place,io_buffers,15,
timing,skew,0.00732,ns
timing,finalSetupTns,0,ns
synthesis,simple_gate_share,0.236,
synthesis,adder_share,0,
clock_tree,clk_latency,0.23,ns
finish,area_growth,67.3,%
synthesis,yosysMostFrequentCell,"nand2_1",
timing,setup_viol,0,
power_and_ir_drop,switchingPower,536,µW
synthesis,syn_area,429,µm²
timing,unclocked_pins,7,
synthesis,topCellsByArea,"dfrtp_1 29%, dlxtn_1 24%, nand2_1 8.7%",
synthesis,ys_top_cells_by_count,"10 x nand2_1, 7 x dlxtn_1, 5 x dfrtp_1",
timing,layout_min_cycle_time,0.864,ns
synthesis,ys_types,21,
timing,slew_headroom,0.714,
run,warnings,25,
clock_tree,cts_tree,"built",
synthesis,avgSynthCellArea,9.75,µm²
global_route,antenna_found_initial,0,
timing,worstMarginPinSlew,0.426,ns
synthesis,synth_warnings,2,
setup_path,worstSetupPathType,"reg2reg",
clock_tree,cts_setup_buffers,0,
power_and_ir_drop,vdd.ir_drop.worst,528,µV
die,io_pins,16,
place,preCtsSetupSlack,-0.284,ns
power_and_ir_drop,p_int,1410,µW
synthesis,edf_count,0,
global_route,grt_max_degree,7,
finish,final_layout_size_suffix_gt1_frac,0.197,
clock_tree,cts-hold-fix-buffers,0,
power_and_ir_drop,comb_power_share,0.368,
clock_tree,clock_tree.buffer_depth,2,
setup_path,start_kind,"flip-flop",
die,die_area,7570,µm²
setup_path,cp.arrival,0.97,ns
power_and_ir_drop,swShare,0.275,
timing,slew_viol_final,0,
setup_path,critPathMaxFanout,2,
synthesis,synthAoiAreaFrac,0.140,
synthesis,largest_area_cell,"dfrtp_1",
synthesis,ys_ff,13,
setup_path,reg2reg_to,"current_state[3]",
drt,drc,0,
clock_tree,clock-root-buffer,"clkbuf_8",
outcome,status,"finished, final reports clean",
drt,diodes,0,
power_and_ir_drop,leakage,0.000336,µW
timing,rsz0062_at_grt,"no",
power_and_ir_drop,powerDensity,2710,nW/µm²
synthesis,synth_chip_area,429,µm²
synthesis,yosys_cells,44,
timing,fmax,1.16,GHz
synthesis,syn_inst,44,
synthesis,xor_share,0,
clock_tree,path_clk_slew,0.04,ns
synthesis,yosysTopAreaCellShare,0.292,
drt,firstDrtPassIters,2,
die,initCoreUtil,0.0986,
global_route,grt_overflow,0,
clock_tree,cts_buffers,3,
==> cell usage in the layout (no fill, tap or decap), drive strengths merged, types with 2 or more instances in the layout <==
cell type	netlist	routed
dlxtn	7	7
clkbuf	0	4
dfrtp	5	5
o21ai	2	2
inv	3	3
nand2b	2	2
nand2	10	10
buf	0	3
clkdlybuf4s50	0	14
nand3	2	2
==> power groups by stage <==
stage,sequential [µW],combinational (µW),clock (µW)
after CTS,832,731,396
final,835,717,395
after global routing,864,802,424
==> layout make-up <==
class	count	area, µm²
clock buffer	4	45.0
tap	52	65.1
fill	464	3640
sequential	13	256
timing repair buffer	18	171
multi-input combinational	28	169
inverter	3	11.3
==> sequential cells by signal (all words and copies together) (netlist names) <==
signal,flops
drain_valve_on,1
soap_wash,1
motor_on,1
done,1
current_state,6
water_wash,1
door_lock,1
fill_valve_on,1
==> worst max-delay path by stage <==
stage         cells after the start  slack [ns]                to              from
CTS                               4        0.12  current_state[3]  current_state[3]
global route                      3        0.04  current_state[5]  current_state[5]
finish                            4        0.14  current_state[3]  current_state[3]
==> kinds of logic (layout without fill, tap and decap cells) <==
kind of cell	Yosys count	in the layout
AND-OR/OR-AND	8	8
flip-flops	6	6
AND/OR/NAND/NOR	20	20
latches	7	7
buffers and inverters	3	25
==> metal layers <==
metal,GRT usage,wire [µm],up-vias
li1,-,-,192
met1,0.0362,451,173
met2,0.0433,425,18
met3,0.0198,189,3
met4,0.00589,25,0
met5,0,0,-
==> worst max-delay path, stage by stage, from the launching register on <==
cell and delay [ns]:
dfrtp_1 0.39, nand2b_4 0.08, inv_1 0.05, a31oi_1 0.13, o21ai_0 0.09
==> stage by stage <==
stage          area, µm²  instances
3_3_place_gp         667        114
6_report             718        118
4_1_cts              718        118
5_1_grt              718        118
3_5_place_dp         667        114
2_1_floorplan        429         44
Power is estimated from default activity; no workload was simulated.
